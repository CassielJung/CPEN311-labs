<file path="./run.sh">
#!/bin/bash
# OpenROAD 26Q1-2900-gdf79404cd8, Yosys 0.63+post, stock flow scripts
make -C /OpenROAD-flow-scripts/flow DESIGN_CONFIG=/design/flow/config.mk WORK_HOME=/design/flow/orfs finish
</file>
<file path="./config.mk">
export PLATFORM = sky130hd
export DESIGN_NAME = clock_divider
export DESIGN_NICKNAME = clock_divider
export VERILOG_FILES = /design/flow/design.v
export SDC_FILE = /design/flow/constraint.sdc
export NUM_CORES = 4
export LEC_CHECK = 1
export CORE_UTILIZATION = 30
</file>
<file path="./constraint.sdc">
current_design clock_divider

set clk_period 6.9
set clk_io_pct 0.2

create_clock -name clk0 -period $clk_period [get_ports {clk}]

set non_clock_inputs [all_inputs -no_clocks]
set_input_delay [expr $clk_period * $clk_io_pct] -clock clk0 $non_clock_inputs
set_output_delay [expr $clk_period * $clk_io_pct] -clock clk0 [all_outputs]
</file>
<file path="./design.v">
module clock_divider( clk, new_clk, clk_div);  
input clk;
input [31:0] clk_div;
output reg new_clk = 0;
reg [31:0] count = 1;  
always@ (posedge clk)
  if (count == clk_div)  
    begin
      count = 1;
      new_clk = ~new_clk;  
    end
  else 
    begin
      count = count + 1;  
    end
endmodule 
</file>
==> ci_impl_report.md <==
## PnR job results

| Metric | Value |
|---|---|
| Fraction of power consumed by sequential logic | 51.3% |
| CTS sink count | 33 |
| RSZ-0062 raised after global routing | false |
| Asr flop ratio synth | 0% |
| YS warnings | 1 |
| First-pass GRT wire length | 6720 um |
| Final setup viols | 0 |
| DR pass1 iterations | 4 |
| MaxCap Viol Count | 0 |
| Final period util | 50.7% |
| DR WL met3 | 252 um |
| Max Fclk | 0.286 GHz |
| CTS Root Cell | clkbuf_8 |
| Row cnt | 28 |
| EDFF count, synth | 1 |
| Routed wire length per instance | 13.1 um |
| Leak | 0.000864 uW |
| Cell Area, Synth | 1890 um2 |
| Critical path class | input pin to flip-flop |
| Crit. End Element | flip-flop |
| Syn Area/Cell | 8.98 um2 |
| Status | complete, no violations |
| Power Internal | 292 uW |
| Synth unique cells | 25 |
| Cts hold-fix bufs | 0 |
| Initial antenna violation count | 0 |
| CP max FO | 17 |
| Antenna cells | 0 |
| Combinational share of power | 7.7% |
| Share of cells above drive strength 1 | 11.1% |
| Crit path DAT | 3.49 ns |
| Vias in the first global route | 1355 |
| Setup_tns | 0 ns |
| Hold Vio Cnt, Final | 0 |
| P_sw | 80.0 uW |
| Port bufs | 33 |
| Core area | 5990 um2 |
| IO Pins | 34 |
| Synth area leaders | dfxtp_1 (34%), xor2_1 (18%), xnor2_1 (11%) |
| CTS tree | done |
| Worst-Margin Slew | 0.642 ns |
| FP Core Util | 31.5% |
| Flops & latches, synth | 33 |
| Total Wirelength | 4190 um |
| Die Wd | 81.3 um |
| Hold path depth | 1 |
| Max Slew Vio Count | 0 |
| Clock latency on the worst-skew pair | 0.29 ns |
| Fin area | 2360 um2 |
| 1st-iter DRT viols | 45 |
| Register area | 671 um2 |
| Dominant cell area share | 34.0% |
| Yosys synthesis chip area | 1890 um2 |
| Worst min-delay path startpoint | count[0]$_SDFF_PN1_ |
| Clock tree buffer depth | 2 |
| DP Area | 2270 um2 |
| CTS resizes | 0 |
| R2r setup slk | 4.50 ns |
| DP HPWL | 3080 um |
| Worst min path class | flip-flop to flip-flop |
| Detail Route Antenna Nets | 0 |
| Die Y | 81.3 um |
| Register share after synthesis | 35.6% |
| Pin count of the biggest net entering global routing | 18 |
| Synth-to-layout area growth | 25.2% |
| Worst slew margin | 57.1% |
| PD cells | 158 nW/um2 |
| Required time of the critical path | 6.89 ns |
| GRT Overall Usage | 13.8% |
| Setup Skew | 0.00567 ns |
| WL met2 | 1890 um |
| Comb. cell area | 1130 um2 |
| Sw Ratio | 21.5% |
| Log Warnings | 25 |
| GRT overflow | 0 |
| Mapped Cells | 210 |
| Top-count cell post-synth | xor2_1 |
| Post-synth top flop | dfxtp_1 |
| GPL Wtd Cong | 0.846 |
| Die ar. | 6610 um2 |
| Reg-to-Reg End | new_clk$_DFFE_PN_ |
| Avg Vias per Cell | 4.61 |
| H-tree depth | 2 |
| Min-Delay Endpoint | count[0]$_SDFF_PN1_ |
| Setup Buffers After CTS | 0 |
| Fill cells | 586 |
| Highest routed layer | met4 |
| Cell accounting for the most synthesized area | dfxtp_1 |
| Final Critical Period | 3.50 ns |
| R2R Path Start | count[0]$_SDFF_PN1_ |
| Top cells by count, synth | xor2_1 (38), dfxtp_1 (32), nor2_1 (32) |
| Clock power share | 40.9% |
| CTS buffer count | 5 |
| Worst vdd ir | 0.0000918 V |
| Length of routed wiring on met1 | 2000 um |
| Ys cells | 210 |
| Setup crit start kind | input pin |
| Vias | 1470 |
| Clock Pin Slew Worst Setup and Hold Paths | 0.07 ns |
| DRC viols | 0 |
| Reg2Reg Depth | 5 |
## area by class of cell
type | count | area share [%]
well taps | 75 | 3.97
flip-flops and latches | 33 | 28.4
inverters | 8 | 1.27
clock buffers | 8 | 3.82
repair buffers | 35 | 14.6
multi-input cells | 160 | 47.9
## sequential cells by signal, summed over array words and instances (netlist names)
signal	count
new_clk	1
count	32
## critical path: stages
cell	delay (ns)
clkdlybuf4s50_1	0.42
xor2_1	0.14
nor4_1	0.43
nand4_1	0.20
nor2_2	0.56
buf_4	0.35
## layout by cell type, fill, tap and decap left out
cell / n
and3_1: 4
and4_1: 3
buf_4: 2
clkbuf_1: 2
clkbuf_8: 6
clkdlybuf4s50_1: 33
dfxtp_1: 32
edfxtp_1: 1
ha_1: 1
inv_1: 8
nand2_1: 8
nand3_1: 10
nand4_1: 6
nand4_4: 1
nor2_1: 31
nor2_2: 4
nor2b_1: 1
nor3_1: 5
nor3_2: 9
nor4_1: 9
nor4_2: 4
o21ai_0: 1
or4_4: 1
xnor2_1: 24
xor2_1: 38
## how the worst max path moves through the flow
stage                from           endpoint  slack, ns  cells past startpoint
finish        clk_div[20]  new_clk$_DFFE_PN_       3.40                      6
CTS           clk_div[20]  new_clk$_DFFE_PN_       3.40                      6
global route  clk_div[20]  new_clk$_DFFE_PN_       3.23                      6
## power groups by stage
| stage | combinational (uW) | sequential (uW) | clock (uW) |
|---|---|---|---|
| final | 28.7 | 191 | 152 |
| after global routing | 30.7 | 191 | 164 |
| after CTS | 29.1 | 191 | 154 |
## per-layer routing
| metal | vias up | global-route usage [%] |
|---|---|---|
| met5 | - | 0 |
| met3 | 6 | 3.76 |
| met4 | 0 | 1.25 |
| met2 | 36 | 21.2 |
| met1 | 661 | 20.4 |
| li1 | 767 | - |
## through the flow
step | total power (uW) | instances | worst slack (ns) | hold WS [ns] | util, %
floorplan | 202 | 210 | 4.16 | 0.435 | -
global placement | 225 | 311 | 3.13 | 0.514 | 37.9
CTS | 375 | 319 | 3.40 | 0.542 | 39.4
detailed placement | 224 | 311 | 3.12 | 0.514 | 37.9
global route | 385 | 319 | 3.23 | 0.553 | 39.4
finish | 372 | 319 | 3.40 | 0.518 | 39.4
## cells by family (layout without fill, tap and decap cells)
family          count (synthesis)  in the layout  synth area share (%)
simple gates                   96             96                  30.1
flops                          33             33                  35.6
xor+xnor                       62             62                  28.8
buf+inv                        17             51                  4.58
compound gates                  1              1                 0.265
fa+ha+maj                       1              1                 0.663
No activity file was given, so power comes from the tool's default toggle rates.
